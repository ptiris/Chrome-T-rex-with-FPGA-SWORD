===== config.mk =====
export PLATFORM = sky130hd
export DESIGN_NAME = vgac
export DESIGN_NICKNAME = vgac
export VERILOG_FILES = /design/flow/design.v
export SDC_FILE = /design/flow/constraint.sdc
export NUM_CORES = 4
export LEC_CHECK = 1
export CORE_UTILIZATION = 40

===== constraint.sdc =====
current_design vgac

set clk_period 3.9
set clk_io_pct 0.2

create_clock -name clk0 -period $clk_period [get_ports {vga_clk}]

set non_clock_inputs [all_inputs -no_clocks]
set_input_delay [expr $clk_period * $clk_io_pct] -clock clk0 $non_clock_inputs
set_output_delay [expr $clk_period * $clk_io_pct] -clock clk0 [all_outputs]

===== design.v =====
`timescale 1ns / 1ps
module vgac (vga_clk,clrn,d_in,row_addr,col_addr,rdn,r,g,b,hs,vs);  
   input     [11:0] d_in;      
   input            vga_clk;   
   input            clrn;
   output reg [8:0] row_addr;  
   output reg [9:0] col_addr;  
   output reg [3:0] r,g,b;  
   output reg       rdn;       
   output reg       hs,vs;     
   reg [9:0] h_count;  
   always @ (posedge vga_clk) begin
       if (!clrn) begin
           h_count <= 10'h0;
       end else if (h_count == 10'd799) begin
           h_count <= 10'h0;
       end else begin 
           h_count <= h_count + 10'h1;
       end
   end
   reg [9:0] v_count;  
   always @ (posedge vga_clk or negedge clrn) begin
       if (!clrn) begin
           v_count <= 10'h0;
       end else if (h_count == 10'd799) begin
           if (v_count == 10'd524) begin
               v_count <= 10'h0;
           end else begin
               v_count <= v_count + 10'h1;
           end
       end
   end
    wire  [9:0] row    =  v_count - 10'd35;      
    wire  [9:0] col    =  h_count - 10'd143;     
    wire        h_sync = (h_count > 10'd95);     
    wire        v_sync = (v_count > 10'd1);      
    wire        read   = (h_count > 10'd142) &&  
                         (h_count < 10'd783) &&  
                         (v_count > 10'd34)  &&  
                         (v_count < 10'd515);    
    always @ (posedge vga_clk) begin
        row_addr <=  row[8:0];  
        col_addr <=  col;       
        rdn      <= ~read;      
        hs       <=  h_sync;    
        vs       <=  v_sync;    
        b        <=  rdn ? 4'h0 : d_in[3:0];  
        g        <=  rdn ? 4'h0 : d_in[7:4];  
        r        <=  rdn ? 4'h0 : d_in[11:8];  
    end
endmodule

===== run.sh =====
#!/bin/bash
# OpenROAD 26Q1-2900-gdf79404cd8, Yosys 0.63+post, stock flow scripts
make -C /OpenROAD-flow-scripts/flow DESIGN_CONFIG=/design/flow/config.mk WORK_HOME=/design/flow/orfs finish

==> ds_physical_params.txt <==
Implementation parameters

Parameter                              Value

Clocking
  TritonCTS buffer count    5
  Clock Pin Slew Worst Setup and Hold Paths    0.09 ns
  Number of buffers between clock root and the deepest sink    2
  Clock sink count    54
  Total number of H-tree levels    2
  Clock tree root driver cell    sky130_fd_sc_hd__clkbuf_8
  CTS tree    yes
  Worst-Skew Late Latency    0.30 ns
  Post CTS Setup Buffer Count    0
  Hold-fix buffers at CTS    0
  Cells resized by post-CTS repair    0

Setup path
  Worst-path cell chain    clkdlybuf4s50_1
  Reg-to-Reg Start    h_count[1]
  Endpoint kind of the worst setup timing path    primary output
  Critical path buffers and inverters    1
  Start-to-end type of the worst setup path    reg2out
  Worst stage delay on the critical path    0.59 ns
  Top Family by Delay on Critical Path    flip-flops
  Maximum fanout along the worst path    13
  Depth of the worst register-to-register path    5
  Flop-to-flop setup slack    1.83 ns
  Standard cell with the maximum stage delay on the critical path    sky130_fd_sc_hd__dfxtp_1
  Arrival time reported for the critical path endpoint    1.42 ns
  Crit path DRT    3.12 ns
  Element type at the critical path start    flop
  End of the worst register-to-register path    v_count[4]

Logic synthesis
  Number of standard cells reported by yosys    197
  Chip Area, Yosys    2110 sq um
  Warnings, synthesis    1
  Compound-gate portion of the synthesized area    7.94%
  Async set-reset flop share out of synthesis    18.5%
  Arithmetic-cell share of the synthesized area counting full adders, half adders and majority gates    4.15%
  Simple logic cell fraction of the synthesized area    18.9%
  Area share of xor/xnor cells in the synthesized design    9.13%
  Synthesized netlist cell count    197
  Register bit count reported by yosys    54
  EDFF count, synth    0
  Dominant register cell in the synthesized netlist    sky130_fd_sc_hd__dfxtp_1
  Main logic family after synthesis    simple AND/OR/NAND/NOR gates
  Average instance area after synthesis    10.7 sq um
  Cell variety after synth    44
  Cell area after synthesis    2110 sq um
  Synth Seq Share    53.6%
  Area fraction in mux cells    1.54%

Timing
  Final Critical Period    2.20 ns
  RSZ-0062 raised after global routing    false
  Slew HR    59.6%
  Worst Tran Pin Value    0.604 ns
  Ratio of final minimum period to clock period    56.5%
  Max frequency    454 MHz
  Post-route clock skew    0.00253 ns
  Final setup violation count    0
  Final hold viol count    0
  Final sum of negative setup slack    0 ns
  Number of pins with negative max-slew slack in the final report    0

Global routing
  Number of antenna violations at the first check in global routing    0
  Vias in the first global route    1349
  Global router's overall resource usage    14.4%
  Total gr overflow    0
  Largest net degree at the start of global routing    16
  Wire length of the first global-routing pass    6.11 mm

Floorplan
  Floorplan utilization    41.3%
  Area of the core region    5110 sq um
  Die Ht    74.6 microns
  Count of standard-cell rows    26
  Die ar.    5570 sq um
  Number of I/O pins    48
  Horizontal die size    74.6 microns

Hold path
  Class of the tightest hold or removal check    reg2reg
  Number of cells traversed by the worst hold path    1
  Worst min-delay path startpoint    h_count[0]
  Hold Path End    col_addr[0]

Detailed routing
  Residual DRC count    0
  Routed Antenna Nets    0
  Routed length per placed instance    12.1 microns
  Total wire length after detailed routing    3.71 mm
  Pre-Repair DR Iteration Count    4
  Antenna cell count    0
  Vias per cell    4.70
  Total number of vias    1437
  Initial detailed-routing violation count    48

Pwr
  Overall power    922 uW
  Worst IR Drop VDD    0.203 mV
  Cell Pwr Density    343 nW/um^2
  Static Leakage    0.00108 uW

Job
  Count of warning messages emitted by the tools    30
  Max-cap check violation count    0

Finish
  Synthesis-to-finish area growth    27.2%
  Share of final-layout standard cells stronger than drive strength 1    5.93%

Placed design
  HPWL after DPL    2.52 mm
  Placer congestion estimate    0.838
  Number of buffers inserted by port buffering    47

Outcome
  Status    completed
==> stage by stage <==
stage          cell area, sq um  std cells  hold WS (ns)  utilization (%)  worst slack, ns
2_1_floorplan              2110        197         0.413                -             2.27
3_3_place_gp               2580        298         0.439             50.6             1.69
3_5_place_dp               2580        298         0.439             50.6             1.70
4_1_cts                    2690        306         0.463             52.6             1.65
5_1_grt                    2690        306         0.488             52.6             1.56
6_report                   2690        306         0.459             52.6             1.70
==> power by group <==
group          total (uW)  leakage [uW]  switching [uW]  internal, uW
Clock                 329     0.0000506             163           166
Combinational        30.0      0.000537            8.05          21.9
Sequential            563      0.000496            4.11           559
Total                 922       0.00108             175           747
==> routing by layer <==
metal	vias to the layer above	part of all wire, %	global-route usage, %
li1	748	-	-
met2	44	43	23.2
met5	-	0	0
met4	0	1.6	1.68
met1	640	48	20.8
met3	5	7.9	3.93
==> cell type report <==
| cell class | count | area [sq um] |
|---|---|---|
| tap | 70 | 87.6 |
| fill | 470 | 2420 |
| clock buffer | 8 | 101 |
| sequential | 54 | 1130 |
| multi-input combinational | 123 | 880 |
| inverter | 4 | 15.0 |
| timing repair buffer | 47 | 470 |
==> Yosys cell counts (all sizes together), types with 3 or more instances <==
library cell,number,area share [%]
a21oi,4,0.95
and3,4,1.2
and4,3,1.3
buf,11,3.1
clkbuf,5,0.89
dfrtp,10,12
dfxtp,44,42
ha,7,4.1
inv,4,0.71
nand2,8,1.4
nand3,5,1.2
nand4,7,2.1
nor2,11,2.1
nor2b,13,3.9
nor3,7,1.7
o21ai,5,1.2
o31ai,3,1.1
xnor2,7,2.9
xor2,15,6.2
==> cell families after synthesis <==
family                   after synthesis
flip-flops                            54
buffers and inverters                 20
AND/OR/NAND/NOR                       67
adder cells (fa/ha/maj)                7
multiplexers                           3
AND-OR/OR-AND                         24
XOR/XNOR                              22
==> cell usage in the layout (no fill, tap or decap), drive strengths merged, types with 2 or more instances in the layout <==
cell type and n:
a21oi 4, and2 2, and3 4, and4 3, clkbuf 8, clkdlybuf4s50 47
dfrtp 10, dfxtp 44, ha 7, inv 4, mux2 2, nand2 8
nand3 5, nand4 7, nor2 11, nor2b 13, nor3 7, o21ai 5
o31ai 3, o41ai 2, or3 2, xnor2 7, xor2 15
==> how the worst max path moves through the flow <==
stage	start	to	slack, ns	cells past startpoint
finish	rdn	rdn	1.70	1
global route	rdn	rdn	1.56	1
CTS	rdn	rdn	1.65	1
==> registers in the layout, indices dropped and copies added (netlist names) <==
name and count:
col_addr 10, h_count 10, v_count 10, row_addr 9, b 4, g 4
r 4, hs 1, rdn 1, vs 1
Power is estimated from default activity; no workload was simulated.
