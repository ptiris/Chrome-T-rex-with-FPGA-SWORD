--- design/flow/run.sh ---
#!/bin/bash
# OpenROAD 26Q1-2900-gdf79404cd8, Yosys 0.63+post, stock flow scripts
make -C /OpenROAD-flow-scripts/flow DESIGN_CONFIG=/design/flow/config.mk WORK_HOME=/design/flow/orfs finish
--- design/flow/config.mk ---
export PLATFORM = sky130hd
export DESIGN_NAME = clock_div
export DESIGN_NICKNAME = clock_div
export VERILOG_FILES = /design/flow/design.v
export SDC_FILE = /design/flow/constraint.sdc
export NUM_CORES = 4
export LEC_CHECK = 1
export CORE_AREA = 10 10 107 107
export DIE_AREA = 0 0 117 117
--- design/flow/constraint.sdc ---
current_design clock_div

set clk_period 5.5
set clk_io_pct 0.2

create_clock -name clk0 -period $clk_period [get_ports {clk}]

set non_clock_inputs [all_inputs -no_clocks]
set_input_delay [expr $clk_period * $clk_io_pct] -clock clk0 $non_clock_inputs
set_output_delay [expr $clk_period * $clk_io_pct] -clock clk0 [all_outputs]
--- design/flow/design.v ---
module clock_div #(
    parameter NewT = 1
  )(
    input clk,
    output clk_div
  );
  reg [32:0]cnt;
  reg clk_divv;
  initial
  begin
    cnt=32'b0;
    clk_divv=0;
  end
  always @(posedge clk)
  begin
    if(cnt == NewT-1)begin
        cnt<=0;
        clk_divv<=~clk_divv;
    end
    else begin
        cnt<=cnt+1'b1;
        clk_divv<=clk_divv;    
    end
  end
  assign clk_div = clk_divv;
endmodule
==> run notes <==
Purpose: to document the outcome of synthesis and place and route.

Synth
Per Yosys stat, the portion of area used by sequential elements is between 40% and 50%. In the synthesized netlist, the cells that appear most often are 33 x dfxtp_1, 26 x xnor2_1, 14 x nand4_1, 10 x nand3_1, 8 x nor4_1. In this run the mean area of a mapped cell was about 10 sq um.

The prevailing post-synth register cell is dfxtp_1. The cell with the most instances after synthesis is dfxtp_1. In the Yosys report the total cell count is 139.

Before any placement, the netlist area is recorded as roughly 1400 sq um. The area figure in the yosys stat output is between 1000 and 1500 sq um. The count of warnings emitted by yosys is 1. The main area contributors are dfxtp_1 46%, xnor2_1 16%, nand4_1 6.1%. The portion of synthesized cell area occupied by the leading cell type is between 40% and 50%. Yosys reported a register bit count of 34. The tally of unique sky130hd cells used after synthesis is 27.

dfxtp_1 takes more of the synthesized area than any other cell. The share of synthesized registers carrying an async set or reset is 0%. The number of flops mapped to enable cells by yosys is 1.

The number of standard cells after synthesis is ~140.

CTS
The clock H-tree reported by CTS has 2 levels. Looking at the post-CTS report, the setup buffer insertion count equals 0. The clock root buffer is clkbuf_8. The number of buffers inserted for hold repair after clock tree synthesis is 0.

The tree built by TritonCTS fans out to 34 sinks. In this run the deepest clock path goes through 2 buffers. Per the post-CTS timing run, clock transition at the registers of the reported paths is 0.07 ns. The CTS tree is built. The clock latency on the worst-skew pair is 0.28 ns. After clock tree synthesis, the repair step resized 0 gates. The total CTS buffers is 5.

STA
The final critical path time including I/O delays and setup is about 2.2 ns. The total negative slack is 0 ns. The worst relative slew slack is around half.

The measured slew at the worst slew-check pin is about 0.75 ns. Per the final timing report, the hold violations number 0. Per the finish-stage timing summary, setup violations number 0. The final timing summary puts the cycle share of the worst path at about two fifths. Per the timing report, the achievable frequency comes out to roughly 450 MHz. Setup repair after global routing left no endpoint under its margin. In the final report, the number of pins over their slew limit comes to 0. The clock skew is about 0.0058 ns.

Worst setup path
The data required time reported for the critical path is between 4 and 5 ns. The data arrival at the endpoint of the critical path is 1.10 ns. The worst setup path is launched from a register. Looking at the critical path, the highest net fanout was 2. The combined buffer and inverter count along the critical path is 1.

On the critical path the largest part of the delay comes from buffers and inverters. In this run the critical path is formed by clkdlybuf4s50_1. The start-to-end type of the worst setup path is reg -> out. On the worst path, the slowest cell contributes a delay of ~0.47 ns. The library cell contributing the largest single delay on the critical path is clkdlybuf4s50_1.

STA classifies the critical path endpoint as an output pin.

Die
Per the OpenROAD floorplan log, the area of the core is 9196 sq um. The area of the die is roughly 14000 sq um. The share of the core area taken by cells at floorplan is between 15 and 20%. 2 I/O pins were placed. The vertical die dimension is 117 um. The number of core rows is 35. Per the OpenROAD floorplan log, the width of the die is around 120 um.

Final layout
Summing all multi-input logic gate instances after layout gives roughly 730 sq um. The area used by sequential logic in the layout is about 690 sq um. The area overhead of the layout relative to synthesis is 15.30%.

The design area is between 1500 and 2000 sq um. The ratio of cells with drive above 1 in the final layout is between 10% and 20%. The final layout report lists a filler cell count of 1013.

Global route
Global routing finished with a remaining overflow of 0. The via count of the first global-routing pass is between 800 and 900. The initial antenna violation count is 0. Across every metal layer, demand over resource in global routing totals around 3.7%. Entering global routing, the biggest net connects 12 pins. The first global-routing pass estimated ~4200 um of wire.

Placement
The global placer's final weighted congestion is 0.7783. The number of I/O port buffers is 1. The placed wire-length estimate after detailed placement is between 1500 and 2000 um. In this run the cell area measured after placement is 1589 sq um.

Drt
The number of remaining DRC errors is 0. The number of detailed-route iterations in the first pass is 4. The wire length reported by the detailed router is around 2300 um. The vias after detailed routing is between 900 and 1k. Antenna repair during routing inserted a diode count of 0. In the routed layout, each cell is associated on average with a via count of 3.767. The detail route stage leaves a number of antenna-violating nets equal to 0. The violation tally recorded at the end of detailed-routing iteration 0 is 39. The detail-routed net length per standard cell is a little under 9 um.

Pwr
The total leakage power is about 0.50 nW. In this run the VDD rail shows a maximum IR drop of ~120 uV. The total power per unit cell area is approximately 250 nW/um^2.

Hold path
The worst hold path belongs to the class reg -> reg.

Run status
The flow ran to the end, and the final reports show no timing, DRC or antenna violations.

Job
The number of logged tool warnings is 26. The max-capacitance violation count is 0.
power by group:
part | internal [mW] | switching [mW] | leakage, nW
Sequential | 0.247 | 0 | 0.277
Combinational | 0 | 0 | 0.186
Clock | 0.0898 | 0.0801 | 0.0395
Total | 0.337 | 0.0801 | 0.503
cell families after synthesis:
| kind of cell | Yosys count | share of synthesized area, % |
|---|---|---|
| AND/OR/NAND/NOR | 66 | 29.99 |
| flip-flops | 34 | 47.71 |
| XOR/XNOR | 31 | 18.76 |
| buffers and inverters | 6 | 1.815 |
| adder cells (fa/ha/maj) | 2 | 1.728 |
path summary, 6_finish.rpt:
path | startpoint | slack, ns | cells past startpoint | end
min | cnt[32] | 0.46 | 1 | cnt[32]
max | clk_divv | 3.30 | 1 | clk_div
max reg2reg | cnt[7] | 3.72 | 4 | cnt[27]
min reg2reg | cnt[32] | 0.46 | 1 | cnt[32]
sequential cells by signal, summed over array words and instances, names as in the netlist:
signal    cells
clk_divv      1
cnt          33
per-layer routing:
layer / share of wire [%] / routed length, um / vias up / global-route usage [%]
li1: - / - / 508 / -
met1: 54 / 1227 / 449 / 5.369
met2: 41 / 916 / 15 / 5.062
met3: 4.8 / 109 / 0 / 1.445
met4: 0 / 0 / 0 / 0.4942
met5: 0 / 0 / - / 0
cell type report:
class | instances | area share [%]
flip-flops and latches | 34 | 41.38
multi-input cells | 99 | 43.78
repair buffers | 1 | 0.5997
well taps | 111 | 8.321
clock buffers | 8 | 4.798
inverters | 5 | 1.124
per-stage QoR:
step	setup slack (ns)	hold slack, ns	util [%]	power, mW	instances
5_1_grt	3.217	0.4910	18.15	0.4387	258
6_report	3.296	0.4641	18.15	0.4171	258
4_1_cts	3.270	0.4693	18.15	0.4257	258
2_1_floorplan	4.046	0.4349	-	0.2527	139
3_5_place_dp	3.591	0.4580	17.28	0.2527	250
3_3_place_gp	3.595	0.4551	17.28	0.2527	250
placed cells by master, fill, tap and decap left out:
| cell type | synthesis | final |
|---|---|---|
| nor3_1 | 1 | 1 |
| dfxtp_1 | 33 | 33 |
| clkbuf_8 | 0 | 5 |
| nor2_2 | 1 | 1 |
| nor2b_1 | 1 | 1 |
| nor4b_1 | 1 | 1 |
| nand4_1 | 14 | 14 |
| nand3_4 | 1 | 1 |
| nor3_2 | 1 | 1 |
| nor4_1 | 8 | 8 |
| and2_1 | 2 | 2 |
| nor3_4 | 1 | 1 |
| clkbuf_1 | 0 | 3 |
| xnor2_1 | 26 | 26 |
| nand4_2 | 2 | 2 |
| xor2_1 | 5 | 5 |
| and4_1 | 1 | 1 |
| clkdlybuf4s50_1 | 0 | 1 |
| and4_2 | 1 | 1 |
| inv_1 | 5 | 5 |
| edfxtp_1 | 1 | 1 |
| nor4_4 | 1 | 1 |
| ha_1 | 2 | 2 |
| nand2_1 | 7 | 7 |
| and3_1 | 3 | 3 |
| nand3_1 | 10 | 10 |
| nor2_1 | 7 | 7 |
| nand3_2 | 2 | 2 |
| and3_2 | 1 | 1 |
Power figures rest on the tool's default switching activity, not on a simulated workload.
