File: design/flow/config.mk
export PLATFORM = sky130hd
export DESIGN_NAME = DispM
export DESIGN_NICKNAME = DispM
export VERILOG_FILES = /design/flow/design.v
export SDC_FILE = /design/flow/constraint.sdc
export NUM_CORES = 4
export LEC_CHECK = 1
export CORE_AREA = 10 10 70 70
export DIE_AREA = 0 0 80 80
File: design/flow/constraint.sdc
current_design DispM

set clk_period 2.6
set clk_io_pct 0.2

create_clock -name clk0 -period $clk_period

set non_clock_inputs [all_inputs -no_clocks]
set_input_delay [expr $clk_period * $clk_io_pct] -clock clk0 $non_clock_inputs
set_output_delay [expr $clk_period * $clk_io_pct] -clock clk0 [all_outputs]
File: design/flow/design.v
module Decoder2 (
    output out_0,
    output out_1,
    output out_2,
    output out_3,
    input [1:0] sel
);
    assign out_0 = (sel == 2'h0)? 1'b1 : 1'b0;
    assign out_1 = (sel == 2'h1)? 1'b1 : 1'b0;
    assign out_2 = (sel == 2'h2)? 1'b1 : 1'b0;
    assign out_3 = (sel == 2'h3)? 1'b1 : 1'b0;
endmodule
module DispM (
  input [1:0] scan,
  input [15:0] HEXS,
  input [3:0] point,
  input [3:0] LES,
  output [3:0] AN,
  output [7:0] SEGMENT
);
  wire s0;
  wire s1;
  wire s2;
  wire s3;
  wire s4;
  wire s5;
  wire s6;
  wire s7;
  wire s8;
  wire s9;
  wire s10;
  wire s11;
  wire s12;
  wire s13;
  wire [3:0] s14;
  wire [3:0] s15;
  wire [3:0] s16;
  wire [3:0] s17;
  wire [3:0] s18;
  wire s19;
  wire s20;
  wire s21;
  wire s22;
  MUX421 MUX421_i0 (
    .I( point ),
    .S( scan ),
    .O( s5 )
  );
  MUX421 MUX421_i1 (
    .I( LES ),
    .S( scan ),
    .O( s4 )
  );
  Decoder2 Decoder2_i2 (
    .sel( scan ),
    .out_0( s19 ),
    .out_1( s20 ),
    .out_2( s21 ),
    .out_3( s22 )
  );
  assign s14 = HEXS[3:0];
  assign s15 = HEXS[7:4];
  assign s16 = HEXS[11:8];
  assign s17 = HEXS[15:12];
  MUX424 MUX424_i3 (
    .S( scan ),
    .I0( s14 ),
    .I1( s15 ),
    .I2( s16 ),
    .I3( s17 ),
    .F( s18 )
  );
  assign AN[0] = ~ s19;
  assign AN[1] = ~ s20;
  assign AN[2] = ~ s21;
  assign AN[3] = ~ s22;
  assign s3 = s18[0];
  assign s2 = s18[1];
  assign s1 = s18[2];
  assign s0 = s18[3];
  G7segement G7segement_i4 (
    .D3( s0 ),
    .D2( s1 ),
    .D1( s2 ),
    .D0( s3 ),
    .LE( s4 ),
    .point( s5 ),
    .a( s6 ),
    .b( s7 ),
    .d( s8 ),
    .c( s9 ),
    .e( s10 ),
    .f( s11 ),
    .g( s12 ),
    .p( s13 )
  );
  assign SEGMENT[0] = s6;
  assign SEGMENT[1] = s7;
  assign SEGMENT[2] = s9;
  assign SEGMENT[3] = s8;
  assign SEGMENT[4] = s10;
  assign SEGMENT[5] = s11;
  assign SEGMENT[6] = s12;
  assign SEGMENT[7] = s13;
endmodule
module G7segement (
  input D3,
  input D2,
  input D1,
  input D0,
  input LE,
  input point,
  output a,
  output b,
  output d,
  output c,
  output e,
  output f,
  output g,
  output p
);
  wire s0;
  wire s1;
  wire s2;
  wire s3;
  assign s0 = ~ D3;
  assign s1 = ~ D2;
  assign s2 = ~ D1;
  assign s3 = ~ D0;
  assign a = (((D3 & D2 & s2 & D0) | (D3 & s1 & D1 & D0) | (s0 & D2 & s2 & s3) | (s0 & s1 & s2 & D0)) | LE);
  assign b = (((s3 & D2 & D3) | (s3 & D1 & D2) | (D0 & D1 & D3) | (D0 & s2 & D2 & s0)) | LE);
  assign c = (((D1 & D2 & D3) | (s3 & D2 & D3) | (s3 & D1 & s1 & s0)) | LE);
  assign d = (((D0 & D1 & D2) | (s3 & D1 & s1 & D3) | (s3 & s2 & D2 & s0) | (D0 & s2 & s1 & s0)) | LE);
  assign e = (((D0 & s0) | (s2 & D2 & s0) | (D0 & s2 & s1)) | LE);
  assign f = (((D0 & D1 & s0) | (D1 & s1 & s0) | (D0 & s1 & s0) | (D0 & s2 & D2 & D3)) | LE);
  assign g = (((s3 & s2 & D2 & D3) | (D0 & D1 & D2 & s0) | (s2 & s1 & s0)) | LE);
  assign p = point;
endmodule
module MUX421 (
  input [3:0] I,
  input [1:0] S,
  output O
);
  assign O = (((~ S[0] & ~ S[1]) & I[0]) | ((S[0] & ~ S[1]) & I[1]) | ((~ S[0] & S[1]) & I[2]) | ((S[0] & S[1]) & I[3]));
endmodule
module MUX424 (
  input [1:0] S,
  input [3:0] I0,
  input [3:0] I1,
  input [3:0] I2,
  input [3:0] I3,
  output [3:0] F
);
  wire s0;
  wire s1;
  wire s2;
  wire s3;
  wire s4;
  wire s5;
  wire s6;
  wire s7;
  assign s0 = S[0];
  assign s1 = S[1];
  assign s2 = ~ s0;
  assign s3 = ~ s1;
  assign s7 = (s0 & s1);
  assign s4 = (s2 & s3);
  assign s5 = (s0 & s3);
  assign s6 = (s2 & s1);
  assign F[0] = ((s4 & I0[0]) | (s5 & I1[0]) | (s6 & I2[0]) | (s7 & I3[0]));
  assign F[1] = ((s4 & I0[1]) | (s5 & I1[1]) | (s6 & I2[1]) | (s7 & I3[1]));
  assign F[2] = ((s4 & I0[2]) | (s5 & I1[2]) | (s6 & I2[2]) | (s7 & I3[2]));
  assign F[3] = ((s4 & I0[3]) | (s5 & I1[3]) | (s6 & I2[3]) | (s7 & I3[3]));
endmodule
File: design/flow/run.sh
#!/bin/bash
# OpenROAD 26Q1-2900-gdf79404cd8, Yosys 0.63+post, stock flow scripts
make -C /OpenROAD-flow-scripts/flow DESIGN_CONFIG=/design/flow/config.mk WORK_HOME=/design/flow/orfs finish
==> run notes <==
Implementation numbers.

- The flow ran to the end, and the final reports show no timing, DRC or antenna violations.
- The synthesized area divided by synthesized cell count reads 8.85 µm².
- The final standard cell area without fillers reads 991 µm².
- The number of fillers in the final layout is 370.
- The cell area after placement is 867 µm².
- The relative contribution of combinational cells to total power is 100.0%.
- The maximum fanout count along the critical path reads 5.
- The post-detailed-route wirelength per cell reads 14.3 µm.
- The internal power of the cells totals 0.134 mW.
- Per the detail_route report, inserted antenna diodes total 0.
- Setup repair after global routing could not meet its margin everywhere.
- The count of yosys warnings during synthesis reads 0.
- The number of library cell types mapped by synthesis is 28.
- The part of the total power dissipated in the clock network is 0%.
- The worst slew margin relative to its limit reads 85.0%.
- The post-route DRC violation count reads 0.
- The floorplan core density is 13.5%.
- The clock buffer instance count of the final layout is 0.
- STA classifies the critical path startpoint as a primary input.
- The overall overflow remaining after global route is 0.
- The OpenROAD warning count reads 33.
- The final hold slack is 1.71 ns.
- The wire length of the first global-routing pass reads 3.22 mm.
- The number of buffer cells added on primary ports reads 38.
- In this run switching power makes up 38.0% of total power.
- The wire length reported by the detailed router reads 2.03 mm.
- The tally of nets with antenna violations remaining after routing reads 0.
- The final count of hold timing violations reads 0.
- The storage element area reads 0 µm².
- The transition time at the pin with the least slew margin reads 0.225 ns.
- The yosys-reported design area after synthesis reads 460 µm².
- The slowest stage cell on the critical path reads sky130_fd_sc_hd__mux4_2.
- The global-route usage over all layers reads 6.08%.
- The core outline area is 3420 µm².
- The die span in x reads 80 µm.
- Among the stages of the critical path, the cell type that occurs most often is sky130_fd_sc_hd__buf_6.
- There are 0 flip-flops and latches.
- Data on the critical path is required at its endpoint by 2.08 ns.
- The net switching power figure is 0.0825 mW.
- Subtracting the final worst setup slack from the clock period gives 2.55 ns.
- The maximum clock rate is 392 MHz.
- The top cell family by delay on the critical path reads multiplexers.
- The maximum single-stage delay on the critical path reads 0.56 ns.
- The fraction of layout cells with a size suffix above 1 is 47.9%.
- The leakage power summed over all cells reads 0.427 nW.
- The vertical die dimension reads 80 µm.
- After layout, the design draws a total of 0.217 mW.
- The final route contains 619 vias.
- The summed negative setup slack over all endpoints reads 0 ns.
- The number of placement rows reads 21.
- The via count of the first global-routing pass came to 653.
- The number of instances in the synthesized netlist is 52.
- Per the run summary, max-cap violations total 0.
- The critical path start-end classification reads primary input to primary output.
- The congestion estimate from routability-driven global placement came to 0.716.
- The end-of-flow timing check tallies setup violations at 0.
- The half-perimeter wire length after placement is 1.41 mm.
- The first TritonRoute pass finished after 4 iterations.
- The cell count of the worst hold path reads 5.
- Per the detail_route report, vias per standard cell equal 4.36.
- The core utilization of the finished layout is 29.0%.
- Yosys reports that the leading cell type by area covers 19.6% of the netlist area.
- Ranked by total cell area, the synthesized netlist is headed by sky130_fd_sc_hd__mux4_2 20%, sky130_fd_sc_hd__buf_4 13%, sky130_fd_sc_hd__mux4_1 11%, sky130_fd_sc_hd__nand2b_1 5.4%, sky130_fd_sc_hd__buf_6 4.9%.
- The sequential fraction of design power is 0%.
- The portion of the clock cycle consumed by the worst path in the final layout reads 98.2%.
- The initial DRC count reads 34.
- Per STA, the worst path is made up of buf_6, buf_6, buf_4, mux4_2, a21o_1, a221o_1, buf_2.
- The path class of the lowest-slack min-delay path reads primary input to primary output.
- STA classifies the critical path endpoint as a primary output.
- The sequential cell area fraction in the yosys report reads 0%.
- Entering global routing, the biggest net connects 13 pins.
- The arrival time of the worst setup path reads 2.03 ns.
- Counting pins that exceed their max-slew limit in the final report gives 0.
- The die outline area reads 6400 µm².
- The power per cell area is 219 nW/µm².
- The total I/O pin count reads 38.
- The initial antenna violation count is 0.
- The number of cells reported by Yosys stat comes to 52.
- Compared with the post-synthesis result, the final layout area differs by 115%.
- Walking the critical path from launch to capture passes 7 cell instances.
- The post-cts hold-fix buffer tally reads 0.
- Summed over all instances, the cell type with the most area after synthesis is sky130_fd_sc_hd__mux4_2.
- The cell area that synthesis handed to floorplanning was 460 µm².
- The buffer-and-inverter tally for the worst setup path is 4.
- The worst ir drop on vdd reads 0.0691 mV.
-- repair_timing --
item,CTS,global route
setup endpoints to repair,8,7
cloned,2,0
setup buffers,9,0
resized,53,9
pin swaps,7,3
-- worst paths after layout --
kind	slack (ns)	start	to
setup / recovery	0.05	scan[0]	SEGMENT[2]
hold / removal	1.71	HEXS[9]	SEGMENT[5]
-- per-layer routing --
metal  global-route usage (%)  vias up  wire (µm)
li1                         -      290          -
met1                     7.79      290        824
met2                     9.79       39        976
met3                     2.73        0        229
met4                        0        0          0
met5                        0        -          0
-- cell type report --
cell class                      instances  area (µm²)  share of cell area (%)
Timing Repair Buffer                   54         479                    48.4
Multi-Input combinational cell         40         447                    45.1
Tap cell                               46        57.6                    5.81
Inverter                                2        7.51                   0.758
-- Yosys cell counts, drive strengths merged --
cell / number
or2b: 1
nor2b: 2
nor2: 2
o2111a: 1
or2: 1
nand2b: 4
or3: 1
a21o: 1
clkbuf: 1
nand2: 5
o211ai: 2
o221ai: 1
a221o: 2
o2111ai: 1
o21ai: 2
nand3: 1
a21oi: 4
inv: 2
nor3: 1
mux4: 6
buf: 11
-- power by group through the flow --
stage     Sequential, mW  Combinational, mW  Clock, mW
5_1_grt                0              0.234          0
6_report               0              0.217          0
4_1_cts                0              0.213          0
-- placed cells by master, fill, tap and decap left out --
| master | netlist | final |
|---|---|---|
| sky130_fd_sc_hd__inv_2 | 1 | 2 |
| sky130_fd_sc_hd__o2111ai_2 | 1 | 1 |
| sky130_fd_sc_hd__a21oi_1 | 3 | 2 |
| sky130_fd_sc_hd__nand2_2 | 0 | 1 |
| sky130_fd_sc_hd__buf_2 | 1 | 6 |
| sky130_fd_sc_hd__nand2b_4 | 0 | 3 |
| sky130_fd_sc_hd__a21oi_2 | 1 | 2 |
| sky130_fd_sc_hd__nand2b_1 | 4 | 1 |
| sky130_fd_sc_hd__nor3_2 | 0 | 1 |
| sky130_fd_sc_hd__o21ai_1 | 0 | 1 |
| sky130_fd_sc_hd__or2b_1 | 1 | 1 |
| sky130_fd_sc_hd__clkbuf_2 | 0 | 1 |
| sky130_fd_sc_hd__nand2_1 | 5 | 4 |
| sky130_fd_sc_hd__mux4_2 | 4 | 7 |
| sky130_fd_sc_hd__o2111a_1 | 1 | 1 |
| sky130_fd_sc_hd__or2_2 | 1 | 1 |
| sky130_fd_sc_hd__nor2b_4 | 1 | 2 |
| sky130_fd_sc_hd__a21o_1 | 1 | 1 |
| sky130_fd_sc_hd__nor2_1 | 2 | 2 |
| sky130_fd_sc_hd__o21ai_2 | 1 | 1 |
| sky130_fd_sc_hd__mux4_1 | 2 | 1 |
| sky130_fd_sc_hd__nand3_1 | 1 | 1 |
| sky130_fd_sc_hd__buf_6 | 2 | 8 |
| sky130_fd_sc_hd__a221o_1 | 2 | 2 |
| sky130_fd_sc_hd__o211ai_1 | 2 | 2 |
| sky130_fd_sc_hd__dlygate4sd2_1 | 0 | 13 |
| sky130_fd_sc_hd__or3_4 | 0 | 1 |
| sky130_fd_sc_hd__clkdlybuf4s50_1 | 0 | 16 |
| sky130_fd_sc_hd__buf_4 | 8 | 9 |
| sky130_fd_sc_hd__o221ai_1 | 1 | 1 |
| sky130_fd_sc_hd__dlymetal6s2s_1 | 0 | 1 |
-- cell families (layout without fill, tap and decap cells) --
| family | Yosys count | count (layout) | synth area share (%) |
|---|---|---|---|
| mux | 6 | 8 | 31.0 |
| simple gates | 18 | 18 | 22.6 |
| buf+inv | 14 | 56 | 21.5 |
| compound gates | 14 | 14 | 25.0 |
-- through the flow --
stage | instances | worst slack, ns
2_1_floorplan | 52 | 0.224
3_3_place_gp | 132 | -0.781
3_5_place_dp | 132 | -0.763
4_1_cts | 142 | 0.00754
5_1_grt | 142 | -0.0184
6_report | 142 | 0.0462
Power figures rest on the tool's default switching activity, not on a simulated workload.
